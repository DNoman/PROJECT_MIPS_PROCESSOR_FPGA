File: design/flow/config.mk
export PLATFORM = sky130hd
export DESIGN_NAME = MIPS
export DESIGN_NICKNAME = MIPS
export VERILOG_FILES = /design/flow/design.v
export SDC_FILE = /design/flow/constraint.sdc
export NUM_CORES = 4
export LEC_CHECK = 1
export CORE_UTILIZATION = 50
File: design/flow/constraint.sdc
current_design MIPS

set clk_period 69.1
set clk_io_pct 0.2

create_clock -name clk0 -period $clk_period [get_ports {clk}]

set non_clock_inputs [all_inputs -no_clocks]
set_input_delay [expr $clk_period * $clk_io_pct] -clock clk0 $non_clock_inputs
set_output_delay [expr $clk_period * $clk_io_pct] -clock clk0 [all_outputs]
File: design/flow/design.v
module ALU(q,a,b,opcode,ovf);
input [2:0]opcode;
input signed [31:0]a,b;
reg [32:0]tmp;
output reg ovf;
output reg signed [31:0]q;
always@(*)
begin 
	case(opcode)
		3'b000: q = ~a;
		3'b001: q = a & b;
		3'b010: q = a ^ b;
		3'b011: q = a | b;
		3'b100: begin
		q = a - 1;
		ovf = (q[31] != a[31]);
		end
		3'b101: begin
		q = a + b;
		tmp = {1'b0,a} + {1'b0,b};
		ovf = tmp[32];
		end
		3'b110: begin
		q = a - b;
		tmp = {1'b0,a} - {1'b0,b};
		ovf = tmp[32];
		end
		3'b111: begin
		q = a + 1;
		ovf = (q[31] != a[31]);
		end
	endcase
end
endmodule
module ALU_control(ALUop,ALUcon);
input [1:0] ALUop;
output reg [2:0]ALUcon;
always@(*)
begin 
case(ALUop)
	2'b10: ALUcon = 3'b001;
	2'b11: ALUcon = 3'b011;
	2'b00: ALUcon = 3'b101;
	2'b01: ALUcon = 3'b110;
	endcase
end
endmodule
module CONTROLLER(I,Regdst,RegW,ALUSrc,MemW,MemR,MemtoReg,ALUop,reset);
input [5:0] I;
output reg Regdst, RegW, ALUSrc,MemW,MemR,MemtoReg;
output reg [1:0] ALUop;
input reset;
always@(*)
begin
if(reset) begin
	ALUop = 0;
	Regdst = 0;
	MemR = 0;
	MemW = 0;
	MemtoReg = 0;
	ALUSrc =0;
	RegW = 0;
end else 
begin
case(I[5:0])
	6'b000001:
	begin
	ALUop = 2'b00;
	Regdst = 1;
	RegW = 1;
	MemR = 0;
	MemW = 0;
	MemtoReg =0;
	ALUSrc = 0;
	end
	6'b000011:
	begin
	ALUop = 2'b01;
	Regdst = 1;
	RegW = 1;
	MemR = 0;
	MemW = 0;
	MemtoReg =0;
	ALUSrc = 0;
	end
	6'b000101:
	begin
	ALUop = 2'b10;
	Regdst = 1;
	RegW = 1;
	MemR = 0;
	MemW = 0;
	MemtoReg =0;
	ALUSrc = 0;
	end
	6'b000111:
	begin
	ALUop = 2'b11;
	Regdst = 1;
	RegW = 1;
	MemR = 0;
	MemW = 0;
	MemtoReg =0;
	ALUSrc = 0;
	end
	6'b000010:
	begin
	ALUop = 2'b00;
	Regdst = 0;
	RegW = 1;
	MemR = 1;
	MemW = 0;
	MemtoReg =1;
	ALUSrc = 1;
	end
	6'b000100:
	begin
	ALUop = 2'b00;
	Regdst = 0;
	RegW = 1;
	MemR = 0;
	MemW = 1;
	MemtoReg =1;
	ALUSrc = 1;
	end
	default begin
	ALUop = 0;
	Regdst = 0;
	RegW = 0;
	MemR = 0;
	MemW = 0;
	MemtoReg =0;
	ALUSrc = 0;
	end
endcase
end
end
endmodule
module MIPS(clk,reset,In,Op,alu_result,reg1,reg2,ReadData,out);
input clk,reset;
input [31:0]In;
output [31:26] Op;
output [31:0] alu_result;
output [31:0]reg1,reg2;
output [31:0]ReadData;
output [31:0] out;
wire Regdst, RegW, ALUSrc,MemW,MemR,MemtoReg;
wire [1:0] ALUop;
wire [2:0] ALUcon;
assign Op = In[31:26];
CONTROLLER con(
   .I(In[31:26]),
	.reset(reset),
	.Regdst(Regdst),
	.RegW(RegW),
	.ALUSrc(ALUSrc),
	.MemW(MemW),
	.MemR(MemR),
	.MemtoReg(MemtoReg),
	.ALUop(ALUop)
);
ALU_control alu(
	.ALUop(ALUop),
	.ALUcon(ALUcon)
);
  datapath dp(
    .I(In),
    .opcode(ALUcon),
    .RegW(RegW),
    .Regdst(Regdst),
    .MemR(MemR),
    .MemW(MemW),
    .MemtoReg(MemtoReg),
    .ALUSrc(ALUSrc),
    .clk(clk),
	 .alu_result(alu_result),
	 .reg1(reg1),
	 .reg2(reg2),
	 .ReadData(ReadData),
	 .out(out)
  );
endmodule
module SRAM(clk,Address,WriteData,ReadData,WriteEn,ReadEn,out);
input WriteEn,ReadEn,clk;
input [31:0] WriteData;
input [31:0] Address;
output reg [31:0] ReadData;
reg [31:0] array [31:0];
output reg [31:0] out;
initial
begin
array[15] = 9;
end
always@(posedge clk)
begin
	if(WriteEn && !ReadEn) begin
	array [Address] = WriteData;
	out = array[Address];
	end
	else if(ReadEn && !WriteEn) begin
	ReadData <= array[Address];
	end
	else begin
	ReadData <= 32'bz;
	end
end
endmodule
module datapath (I,opcode,RegW,Regdst,MemR,MemW,MemtoReg,ALUSrc,clk,alu_result,reg1,reg2,ReadData,out);
input [31:0] I;
input [2:0]opcode;
input Regdst, RegW, ALUSrc, MemW, MemR, MemtoReg;
input clk ;
output [31:0]alu_result;
output [31:0]reg1,reg2;
output [31:0]ReadData;
output [31:0]out;
wire gnd;
wire [31:0] outreg1, outreg2;
wire [4:0] mux11;
wire [31:0] mux33, mux22;
wire [31:0] ex32;
wire [31:0] ALUout, SRAMout;
assign ReadData = mux33;
assign ex32 = {{16{I[15]}}, I[15:0]}; 
assign alu_result = ALUout;
assign reg1 = outreg1;
assign reg2 = outreg2;
mux_2_to_1_5bit mux1 (
.in0(I[15:11]),
.in1(I[20:16]),
.sel(Regdst),
.out(mux11)
);
register_file register1 (
.ReadAddress1 (I[25:21]),
.ReadAddress2 (I[20:16]),
.WriteAddress (mux11),
.WriteData (mux33),
.ReadData1 (outreg1),
.ReadData2 (outreg2),
.ReadWriteEn (RegW),
.clk(clk)
);
mux_2_to1_32bit mux2 (
.in0(ex32),
.in1(outreg2),
.sel(ALUSrc),
.out(mux22)
);
ALU ALU1 (
.q(ALUout),
.a(outreg1),
.b(mux22),
.opcode(opcode),
.ovf(gnd)
);
SRAM SRAM1 (
.clk(clk),
.Address(ALUout),
.WriteData(outreg2),
.ReadData(SRAMout),
.WriteEn(MemW),
.ReadEn(MemR),
.out(out)
);
mux_2_to1_32bit mux3 (
.in0(SRAMout),
.in1(ALUout),
.sel(MemtoReg),
.out(mux33)
);
endmodule
module mux_2_to1_32bit (
   input [31:0] in0, 
   input [31:0] in1, 
   input sel,        
   output reg [31:0] out  
);
   always @(*) begin
      if (sel)
         out <= in0;
      else
         out <= in1;
   end
endmodule
module mux_2_to_1_5bit (
   input [4:0] in0, 
   input [4:0] in1, 
   input sel,        
   output reg [4:0] out  
);
   always @(*) begin
      if (sel)
         out <= in0;
      else
         out <= in1;
   end
endmodule
module register_file(ReadAddress1,ReadAddress2,WriteAddress,WriteData,ReadData1,ReadData2,ReadWriteEn,clk);
input ReadWriteEn,clk;
input [4:0] ReadAddress1,ReadAddress2,WriteAddress;
input [31:0]WriteData;
output [31:0]ReadData1,ReadData2;
reg [31:0] registers [31:0];
initial
begin
registers[1] = 5;
registers[2] = 15;
registers[3] = 2 ;
end
always@(posedge clk)
begin
	if(ReadWriteEn)
		registers[WriteAddress] <= WriteData ;
end
assign ReadData1 = (ReadWriteEn) ? registers[ReadAddress1] : 32'bz;
assign ReadData2 = (ReadWriteEn) ? registers[ReadAddress2] : 32'bz;
endmodule
File: design/flow/run.sh
#!/bin/bash
# OpenROAD 26Q1-2900-gdf79404cd8, Yosys 0.63+post, stock flow scripts
make -C /OpenROAD-flow-scripts/flow DESIGN_CONFIG=/design/flow/config.mk WORK_HOME=/design/flow/orfs finish
==> reports/results.ini <==
[grt]
use_met2=0.525
gr-total-overflow=0
grt-busiest-layer=met2
grt_max_degree=136
grt_use_met1=0.467
grt_pass1_vias=67578
met3_usage=0.206
grt_pass1_wl_mm=475
antenna_found_initial=8
grt_use_total=0.360

[setup_path]
cp_common_cell=a21o_1
slowest_stage=buf_4
startpoint_type=input port
end_kind=output port
cp_slowest_stage_delay_ns=0.73
crit_arrival_ns=23.19
required_ns=55.28
path_class=input port to output port
reg2reg_setup_slack_ns=60.70
crit_path_max_fanout=44

[floorplanning]
io_pins=200
fp-utilization=0.505
core_area_um2=203000
rows=165
dieArea_um2=206000
die_w_um=454
fp.dieH_um=454

[final_timing]
report.final.setup_viol=0
skew_ns=0.0354
finalCritPeriodShare=0.536
tightest_slew_ns=0.999
maxSlewHeadroom=0.329
rsz0062_at_grt=no
tns_ns=0
finalHoldViolCount=0
fmax_mhz=27.0
slew_viol_final=0
min_period_ns=37.01
fin_ws_ns=32.09

[logic_synthesis]
ys_area_um2=102000
synth_cells=7237
adder_share=0.0119
async_reset_ff_frac=0
ys_cells=7237
yosysTopAreaCell=edfxtp_1
simple_gate_share=0.0645
synthDistinctLibCells=88
ys_sh_aoi=0.104
ys_sh_mux=0.163
ff_type=edfxtp_1
yosysWarnings=11
synthXorXnorAreaFrac=0.00444
netlist_logic_family_top=multiplexers
syn_area_um2=102000
ys_ff=2112
syn_area_per_cell_um2=14.1
area_leaders=edfxtp_1, mux4_2, a21oi_1
edf_count=2112
ys_seq_share=0.620
synth_top_area_share=0.620

[clocking]
cts_buffer_depth=3
clock_latency_ns=0.89
ctsHtreeMaxLevel=4
clock-sinks=2112
cts_buffers=219
post_cts_buffers=0
clk_pin_slew_worst_paths_ns=0.06
ctsHoldBuffers=0
cts_resized=0
cts-root-buf=clkbuf_16
tritoncts=done

[job]
warnings=102
cap_viol_max_count=0

[drt]
ant_nets=0
vias=65651
drt_iter0_markers=5146
postRouteWirelength_mm=332
routedWlPerCell_um=32.6
drc_errors=0
dr.pass1.iters=8
vias_per_cell=6.44

[pwr]
ir_worst_vdd_v=0.0000334
power.switching_mw=1.07
seqPwrFrac=0.440
combPwrFrac=0.228
intPower_mw=2.46
pwr-share-clk=0.332
power.density_nw_per_um2=30.7
p_leak_nw=38.1
netSwitchingFraction=0.302

[finish]
n_fill_cell=15790
ff_latch_area_um2=63400
syn_to_final_growth_pct=12.4
final_core_util=0.568
layout-drive-gt1-share=0.204
mi_logic_area_um2=36400

[placed_design]
port_buffers=199
dpl.hpwl_mm=212
gp_congestion=0.977
place_ws_ns=32.11

[outcome]
status=complete, no violations

[hold_path]
hold_path_class=flip-flop to flip-flop

cell families (layout without fill, tap and decap cells):
| family | Yosys count | count (layout) |
|---|---|---|
| multiplexers | 981 | 981 |
| buffers and inverters | 760 | 1039 |
| AND-OR/OR-AND | 1693 | 1693 |
| adder cells (fa/ha/maj) | 97 | 97 |
| AND/OR/NAND/NOR | 1543 | 1543 |
| other | 0 | 2 |
| flip-flops | 2112 | 2112 |
| XOR/XNOR | 51 | 51 |
layer usage:
metal,vias to the layer above,part of all wire,routed length [um]
met4,12,0.058,19200
met1,32399,0.33,109000
li1,28737,-,-
met2,3772,0.47,157000
met5,-,0.0011,361
met3,731,0.14,45900
registers in the layout (all words and copies together) (netlist names):
| register | flops |
|---|---|
| dp.register1.registers | 1024 |
| dp.SRAM1.ReadData | 32 |
| dp.SRAM1.out | 32 |
| dp.SRAM1.array | 1024 |
layout make-up:
class / count / share of cell area
flip-flops and latches: 2112 / 0.551
clock inverters: 140 / 0.0118
diodes: 2 / 0.0000435
well taps: 2672 / 0.0291
clock buffers: 261 / 0.0494
repair buffers: 504 / 0.0380
multi-input cells: 4365 / 0.316
inverters: 134 / 0.00444
stage by stage:
step	area (um2)	total power, mW	hold slack (ns)	instances
floorplan	102000	1.98	0.511	7237
global placement	108000	2.38	0.533	9787
detailed placement	108000	2.38	0.538	9787
CTS	115000	3.55	0.553	10188
global route	115000	3.65	0.566	10189
finish	115000	3.53	0.549	10190
cells in the mapped netlist, drive strengths merged (8+ instances only):
cell    instances
edfxtp       2112
o211ai         28
o21ai         194
clkbuf        390
a21oi         810
nor4           16
nand2         323
and4            8
a211oi          8
xnor2          36
nor2b          18
a22oi         255
a222oi         34
nand3          86
and2           13
nor3           49
a21o           20
a22o          114
mux2i         208
ha             96
xor2           15
and3           19
nand4          64
inv           132
nor2          888
mux2          250
o31ai          13
a31oi          20
o22ai          15
nand2b         16
buf           236
o21a            9
a32oi          11
mux4          523
a221oi        119
worst max-delay path: cells and delay by family:
| family | cells | cell delay, ns |
|---|---|---|
| AND-OR/OR-AND | 10 | 2.58 |
| XOR/XNOR | 2 | 0.29 |
| adder cells (fa/ha/maj) | 1 | 0.38 |
| buffers and inverters | 5 | 2.71 |
| multiplexers | 4 | 2.00 |
| AND/OR/NAND/NOR | 4 | 1.25 |
power by group through the flow:
stage	sequential, mW	clock, mW	combinational [mW]
after CTS	1.56	1.19	0.803
after global routing	1.56	1.24	0.861
final	1.56	1.17	0.804
path summary, 6_finish.rpt:
kind	startpoint	end	cells after the start
max	In[17]	ReadData[29]	26
min	dp.SRAM1.array[5][27]$_DFFE_PP_	dp.SRAM1.array[5][27]$_DFFE_PP_	2
max reg2reg	dp.register1.registers[27][1]$_DFFE_PP_	dp.SRAM1.ReadData[8]$_DFFE_PN_	26
min reg2reg	dp.SRAM1.array[5][27]$_DFFE_PP_	dp.SRAM1.array[5][27]$_DFFE_PP_	2
cell usage in the layout (no fill, tap or decap), types with 202 or more instances in the layout:
cell type	synthesis	routed
nand2_1	323	320
nor2_1	887	811
a22oi_1	255	255
edfxtp_1	2112	2112
mux2_2	250	250
mux4_2	521	521
buf_4	12	302
a21oi_1	809	805
mux2i_1	203	202
clkbuf_16	0	221
No activity file was given, so power comes from the tool's default toggle rates.
